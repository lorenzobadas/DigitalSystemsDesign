File: design.v
`timescale 1ns/1ps
module half_seconds_enable(
    input ck, reset,
    output hit
);
    parameter [25:0] MAX_COUNT = 26'd50_000_000;
    reg [25:0] count, count_next;
    always @(posedge ck, posedge reset) begin
        if (reset) count <= 0;
        else count <= count_next;
    end
    always @(count) begin
        if (count == MAX_COUNT) count_next = 0;
        else count_next = count + 1;
    end
    assign hit = (count == MAX_COUNT) ? 1 : 0;
endmodule
`timescale 1ns/1ps
module minutes_enable(
    input ck, reset,
    output hit
);
    parameter [32:0] MAX_COUNT = 33'd6_000_000_000;
    reg [32:0] count, count_next;
    always @(posedge ck, posedge reset) begin
        if (reset) count <= 0;
        else count <= count_next;
    end
    always @(count) begin
        if (count == MAX_COUNT) count_next = 0;
        else count_next = count + 1;
    end
    assign hit = (count == MAX_COUNT) ? 1 : 0;
endmodule
`timescale 1ns/1ps
module refresh_enable(
    input ck,
    output refresh
);
    reg [16:0] cnt, cnt_next;
    parameter [16:0] MAX_CNT = 17'd99_999;
    always @(posedge ck) begin
        cnt <= cnt_next;
    end
    always @(cnt) begin
        if (cnt == MAX_CNT) cnt_next = 0;
        else cnt_next = cnt + 1;
    end
    assign refresh = (cnt == MAX_CNT) ? 1 : 0;
endmodule
`timescale 1ns/1ps
module time_gen(
    input ck, reset,
    output sec, min, refresh
);
    half_seconds_enable u0(ck, reset, sec);
    minutes_enable u1(ck, reset, min);
    refresh_enable u2(ck, refresh);
endmodule
File: run.sh
#!/bin/bash
# OpenROAD 26Q1-2900-gdf79404cd8, Yosys 0.63+post, stock flow scripts
make -C /OpenROAD-flow-scripts/flow DESIGN_CONFIG=/design/flow/config.mk WORK_HOME=/design/flow/orfs finish
File: config.mk
export PLATFORM = sky130hd
export DESIGN_NAME = time_gen
export DESIGN_NICKNAME = time_gen
export VERILOG_FILES = /design/flow/design.v
export SDC_FILE = /design/flow/constraint.sdc
export NUM_CORES = 4
export LEC_CHECK = 1
export CORE_UTILIZATION = 40
File: constraint.sdc
current_design time_gen

set clk_period 6.9
set clk_io_pct 0.2

create_clock -name clk0 -period $clk_period [get_ports {ck}]

set non_clock_inputs [all_inputs -no_clocks]
set_input_delay [expr $clk_period * $clk_io_pct] -clock clk0 $non_clock_inputs
set_output_delay [expr $clk_period * $clk_io_pct] -clock clk0 [all_outputs]
==> run_results.csv <==
group,metric,value,unit
logic_synthesis,synth_top_cell_by_area,"dfrtp_1",
final_layout,drive_above_1_share,0.0744,
critical_path,timing.rr.end,"u1.count[23]",
job,warnings,28,
grt,antenna_found_initial,0,
die,io_pins,5,
pwr,leakagePower,1.63,nW
logic_synthesis,synth-async-reset-ratio,0.776,
critical_path,path_delay_family,"simple AND/OR/NAND/NOR gates",
final_timing,fin_crit_sh,0.559,
final_timing,min_period,3.86,ns
clock_tree,clock_path_buffers,2,
critical_path,cp_max_fo,10,
critical_path,r2r_cells,4,
route,via_per_inst,5.50,
clock_tree,insertion_delay,0.34,ns
route,routed_wl,7.52,mm
clock_tree,cts.hold.buffers_added,0,
route,drt-pass1-iter-count,4,
final_layout,final_util,0.456,
route,antenna_cells,0,
logic_synthesis,synthTopCellsByCount,"dfrtp_1, xnor2_1, nand3_1",
logic_synthesis,ys_types,40,
grt,grt_pass1_wl,13.3,mm
critical_path,crit_start,"u2.cnt[14]",
logic_synthesis,ys_warn_count,3,
final_layout,syn_to_final_growth,9.67,%
die,die_area,10100,µm²
logic_synthesis,yosys_area,3880,µm²
final_timing,tns,0,ns
clock_tree,clkTransAtPathRegs,0.07,ns
logic_synthesis,most_common_cell,"dfrtp_1",
critical_path,critPathBufInv,1,
critical_path,max_stage_delay,0.71,ns
critical_path,cp.depth,3,
min_path,hold_class,"reg -> reg",
critical_path,cp_cell_sequence,"or4b_2, nor4_4, clkdlybuf4s50_1",
place,hpwl,5.03,mm
logic_synthesis,postSynthSeqShare,0.468,
clock_tree,cts_root_buf,"clkbuf_8",
grt,grt_max_degree,60,
logic_synthesis,synthTopCellsByArea,"dfrtp_1, xnor2_1, dfxtp_1, nand3_1, nand4_1",
die,coreArea,9330,µm²
logic_synthesis,syn_area_per_cell,9.80,µm²
final_timing,finalSetupViolations,0,
clock_tree,cts_tree,"done",
logic_synthesis,synth.top_cell.area_share,0.381,
logic_synthesis,syn_area,3880,µm²
die,fp-row-count,35,
critical_path,r2r_start,"u1.count[2]",
outcome,outcome,"finished, final reports clean",
place,place_congestion,0.846,
critical_path,start_kind,"flip-flop",
final_timing,rsz0062_at_grt,"no",
pwr,peakVddDrop,0.000113,V
logic_synthesis,yosys_cells,396,
die,fp_util,0.416,
final_timing,relSlewSlack,0.500,
die,fp.dieH,100,µm
final_timing,finalMaxSlewViolations,0,
clock_tree,cts_max_level,3,
place,portBuffers,4,
route,dr.first_iter.drc_count,183,
job,drv_cap,0,
logic_synthesis,synthCells,396,
critical_path,endpoint_kind,"primary output",
logic_synthesis,ys_ff,76,
clock_tree,clock-sinks,76,
critical_path,cp_slowest_cell,"or4b_2",
critical_path,worstPathArrival,2.48,ns
final_timing,worst_pin_slew,0.750,ns
final_timing,fmax,259,MHz
grt,grt_usage,0.169,
pwr,power,0.000819,W
final_timing,fin_skew,0.0131,ns
critical_path,crit_path_end,"refresh",
clock_tree,numCtsBuffers,9,
critical_path,reg2reg_slack,4.79,ns
critical_path,crit_required,5.52,ns
grt,first_global_vias,2691,
logic_synthesis,ff_type,"dfrtp_1",
clock_tree,cts_resized,0,
grt,overflow,0,
route,ant_nets,0,
route,via_count,2928,
final_timing,hold_viol_final,0,
logic_synthesis,edf_count,0,
critical_path,path_class,"reg -> out",
final_timing,whs,0.470,ns
die,fp.dieW,100,µm
pwr,p_per_area,193,nW/µm²
clock_tree,cts_setup_buffers,0,
route,drc,0,
route,wl_per_cell,14.1,µm
-- sequential cells by signal, indices dropped and copies added (netlist names) --
register	count
u1.count	33
u0.count	26
u2.cnt	17
-- through the flow --
step           setup slack (ns)  instance area [µm²]  std cells
3_3_place_gp               3.41                 4040        516
3_5_place_dp               3.39                 4040        516
4_1_cts                    3.01                 4260        532
5_1_grt                    2.87                 4260        532
2_1_floorplan              3.96                 3880        396
6_report                   3.04                 4260        532
-- kinds of logic after synthesis --
logic type	count (synthesis)	synth area share
AND-OR/OR-AND	39	0.0551
XOR/XNOR	47	0.106
adder cells (fa/ha/maj)	6	0.0193
buffers and inverters	26	0.0293
flip-flops	76	0.468
multiplexers	6	0.0155
AND/OR/NAND/NOR	196	0.306
-- report_power, final --
part	switching, W	internal (W)
clock	0.000155	0.000213
combinational	0.00000666	0.000000917
sequential	0	0.000444
-- per-layer routing --
metal  track usage  routed length, µm  vias to the layer above
li1              -                  -                     1469
met5             0                  0                        -
met1         0.302               4090                     1390
met4        0.0334                133                        0
met2         0.226               3030                       55
met3        0.0212                267                       14
-- area by class of cell --
type                       instances  area (µm²)
fill                             862        5070
multi-input combinational        294        1960
sequential                        76        1820
tap                              129         161
clock buffer                      12         145
clock inverter                     4        72.6
timing repair buffer               8        70.1
inverter                           9        33.8
-- cells in the final DEF (no fill, tap or decap), drive strengths merged, types with 15 or more instances in the layout --
| cell type | n |
|---|---|
| a21oi | 16 |
| dfrtp | 59 |
| dfxtp | 17 |
| nand2 | 25 |
| nand3 | 35 |
| nand4 | 26 |
| nor2 | 21 |
| nor4 | 17 |
| o21ai | 15 |
| xnor2 | 39 |
-- worst min path at each step --
stage	end	slack [ns]	from	cells past startpoint
after CTS	u2.cnt[0]	0.47	u2.cnt[0]	1
after global routing	u2.cnt[0]	0.50	u2.cnt[0]	1
final	u2.cnt[0]	0.47	u2.cnt[0]	1
Power and IR drop assume default switching activity.
