File: /design/flow/run.sh
#!/bin/bash
# OpenROAD 26Q1-2900-gdf79404cd8, Yosys 0.63+post, stock flow scripts
make -C /OpenROAD-flow-scripts/flow DESIGN_CONFIG=/design/flow/config.mk WORK_HOME=/design/flow/orfs finish
File: /design/flow/config.mk
export PLATFORM = sky130hd
export DESIGN_NAME = E5d00814
export DESIGN_NICKNAME = E5d00814
export VERILOG_FILES = /design/flow/design.v
export SDC_FILE = /design/flow/constraint.sdc
export NUM_CORES = 4
export LEC_CHECK = 1
export CORE_AREA = 10 10 90 90
export DIE_AREA = 0 0 100 100
File: /design/flow/constraint.sdc
current_design E5d00814

set clk_period 5.3
set clk_io_pct 0.2

create_clock -name clk0 -period $clk_period [get_ports {ck}]

set non_clock_inputs [all_inputs -no_clocks]
set_input_delay [expr $clk_period * $clk_io_pct] -clock clk0 $non_clock_inputs
set_output_delay [expr $clk_period * $clk_io_pct] -clock clk0 [all_outputs]
File: /design/flow/design.v
`timescale 1ns/1ps
module E5d00814(
    input ck,
    output [7:0] AN,
    output CA, CB, CC, CD, CE, CF, CG
);
    wire [3:0] seg7 = 4'hE;
    wire [3:0] seg6 = 4'h5;
    wire [3:0] seg5 = 4'hd;
    wire [3:0] seg4 = 4'h0;
    wire [3:0] seg3 = 4'h0;
    wire [3:0] seg2 = 4'h8;
    wire [3:0] seg1 = 4'h1;
    wire [3:0] seg0 = 4'h4;
    eight_display u0(ck, seg0, seg1, seg2, seg3, seg4, seg5, seg6, seg7, AN, {CA, CB, CC, CD, CE, CF, CG});
endmodule
`timescale 1ns/1ps
module cnt_8(
    input ck,
    input refresh,
    output reg [2:0] sel
);
    reg [2:0] sel_next;
    always @(posedge ck) begin
        sel <= sel_next;
    end
    always @(sel, refresh) begin
        if (refresh) sel_next = sel + 1;
        else sel_next = sel;
    end
endmodule
`timescale 1ns/1ps
module dec3_8(
    input [2:0] sel,
    output reg [7:0] an
);
    always @(sel) begin
        case (sel)
            3'h0: an = 8'b1111_1110;
            3'h1: an = 8'b1111_1101;
            3'h2: an = 8'b1111_1011;
            3'h3: an = 8'b1111_0111;
            3'h4: an = 8'b1110_1111;
            3'h5: an = 8'b1101_1111;
            3'h6: an = 8'b1011_1111;
            3'h7: an = 8'b0111_1111;
            default: an = 8'b1111_1111;
        endcase
    end
endmodule
`timescale 1ns/1ps
module eight_display(
    input ck,
    input [3:0] seg0, seg1, seg2, seg3, seg4, seg5, seg6, seg7,
    output [7:0] an,
    output [6:0] c
);
    wire refresh;
    wire [2:0] sel;
    wire [3:0] in_seg;
    gen_refresh u0(ck, refresh);
    cnt_8 u1(ck, refresh, sel);
    mux_4 u2(seg0, seg1, seg2, seg3, seg4, seg5, seg6, seg7, sel, in_seg);
    dec3_8 u3(sel, an);
    seven_segments u4(in_seg, c);
endmodule
`timescale 1ns/1ps
module gen_refresh(
    input ck,
    output refresh
);
    reg [16:0] cnt, cnt_next;
    parameter [16:0] MAX_CNT = 17'd99_999;
    always @(posedge ck) begin
        cnt <= cnt_next;
    end
    always @(cnt) begin
        if (cnt == MAX_CNT) cnt_next = 0;
        else cnt_next = cnt + 1;
    end
    assign refresh = (cnt == MAX_CNT) ? 1 : 0;
endmodule
`timescale 1ns/1ps
module mux_4(
    input [3:0] seg0, seg1, seg2, seg3, seg4, seg5, seg6, seg7,
    input [2:0] sel,
    output reg [3:0] in_seg
);
    always @(seg0, seg1, seg2, seg3, seg4, seg5, seg6, seg7, sel) begin
        case (sel)
            4'h0: in_seg = seg0;
            4'h1: in_seg = seg1;
            4'h2: in_seg = seg2;
            4'h3: in_seg = seg3;
            4'h4: in_seg = seg4;
            4'h5: in_seg = seg5;
            4'h6: in_seg = seg6;
            4'h7: in_seg = seg7;
            default: in_seg = 4'h0;
        endcase
    end
endmodule
`timescale 1ns/1ps
module seven_segments(
	input [3:0] in_seg,
	output reg [6:0] c  
);
	always @(in_seg) begin
		case (in_seg)
			4'h0: c = 7'b0000001;
			4'h1: c = 7'b1001111;
			4'h2: c = 7'b0010010;
			4'h3: c = 7'b0000110;
			4'h4: c = 7'b1001100;
			4'h5: c = 7'b0100100;
			4'h6: c = 7'b0100000;
			4'h7: c = 7'b0001111;
			4'h8: c = 7'b0000000;
			4'h9: c = 7'b0000100;
			4'hA: c = 7'b0001000;
			4'hB: c = 7'b1100000;
			4'hC: c = 7'b0110001;
			4'hD: c = 7'b1000010;
			4'hE: c = 7'b0110000;
			4'hF: c = 7'b0111000;
			default: c = 7'b1111111;
		endcase
	end
endmodule
==> metrics.cfg <==
[timing]
finalSetupViolations=0
hold_viol=0
tightest_slew_ns=0.8198
fin_skew_ns=0.001356
tns_ns=0
finalMaxSlewViolations=0
relSlewSlack=0.4535
finalCritPeriodShare=0.7350
clock.fmax_mhz=256.7
rsz0062_at_grt=no
period_needed_ns=3.896

[detailed_routing]
wl_per_cell_um=11.26
vias=1112
dr.pass1.iters=4
routed_wl_um=2735
drc=0
diodes=0
via_per_inst=4.576
first_iter_violations=70
ant_nets=0

[synthesis]
synth_top_area_share=0.3571
avgSynthCellArea_um2=9.041
ys_async_sr_fraction=0
ys_cells=155
syn_inst=155
ys_chip_area_um2=1401
yosys.cell_types.count=39
yosys_warnings=5
edf_count=3
ys_ff=28
area_leaders=dfxtp_1 36%, edfxtp_1 6.4%, ha_1 5.4%
synth.cell_area_um2=1401
yosys_most_used_dff=dfxtp_1
yosysSeqAreaShare=0.4214
yosysTopAreaCell=dfxtp_1

[worst_hold_path]
min_path_cells=1
hp-class=reg2reg

[job]
warnings=28
drv_cap=0

[place]
placedCellCount=239
globalplace.congestion=0.8622
place_hpwl_um=1926
io_buffer_count=15

[outcome]
run_status=complete, no violations

[clock_network]
cts_sinks=28
cts-root-buf=clkbuf_8
cts_buffers=3
hold_buffers=0
cts_setup_buffers=0
clk_transition_reported_paths_ns=0.09
cts_buffer_depth=2
cts.repair.resized=0
cts_tree=built
clock.latency.late_pin_ns=0.27
htree_levels=1

[grt]
grt_pass1_vias=1064
grt_start_max_net_pins=26
grt-ovfl-total=0
antenna_found_initial=0
grt_pass1_wl_um=4940
track_usage=0.05679

[floorplanning]
core_um2=6277
dieArea_um2=10000
fp_util=0.2232
die_x_um=100
ioPinCount=16
die_y_um=100
rows=29

[critical_path]
crit_required_ns=4.24
endpoint_kind=output pin
path_max_fanout=12
critPathKind=reg2out
startpoint_type=register
ff2ff_path_depth=5
cp_data_arrival_time_ns=2.84

[power]
ir_drop_v=0.0001569
power.leakage_nw=0.5818
power_density_nw_per_um2=215.0

[final_layout]
layout-drive-gt1-share=0.06024
multiInputGateArea_um2=764.5
fill_cells=674
fin_util=0.2675
area_growth_pct=19.82
fin_cells=243
seqCellArea_um2=590.6

-- metrics by stage --
stage	instance area (um2)	total power, mW	hold WS [ns]	worst slack, ns
after floorplan	1401	0.2183	0.4299	2.365
after global placement	1613	0.2183	0.4469	1.803
after detailed placement	1613	0.2183	0.4571	1.716
after CTS	1679	0.3691	0.4810	1.401
after global routing	1679	0.3747	0.5202	1.074
final	1679	0.3609	0.4729	1.404
-- power breakdown --
group / switching [mW] / internal (mW) / total (mW) / leakage, nW
combinational: 0 / 0 / 0.000000312 / 0.312
clock: 0.0655 / 0.0822 / 0.148 / 0.0339
sequential: 0 / 0.213 / 0.213 / 0.236
-- cell usage in the layout, fill, tap and decap left out, types with 3 or more instances in the layout --
cell type and instances:
xnor2_1 6, dfxtp_1 25, nand2_1 13, nor3b_1 7, nor4_1 5, ha_1 6
nor3_1 3, nor4b_1 4, and4_1 3, o21ai_0 4, a21oi_1 12, and3_1 3
nor2_1 13, clkbuf_8 3, clkdlybuf4s50_1 15, edfxtp_1 3, nand3_1 8, xor2_1 5
-- cells by family after synthesis --
kind of cell	synth area share
flops	0.4214
xor+xnor	0.06875
fa+ha+maj	0.05357
compound gates	0.09464
simple gates	0.3214
buf+inv	0.03303
mux	0.007143
-- sequential cells by signal, indices dropped and copies added, names as in the netlist --
register   count
AN             8
u0.u1.sel      3
u0.u0.cnt     17
-- metal layers --
layer / part of all wire / routed length (um) / vias to the layer above / track usage
met4: 0.011 / 29 / 0 / 0.008696
met5: 0 / 0 / - / 0
met2: 0.42 / 1145 / 15 / 0.08462
li1: - / - / 583 / -
met3: 0.060 / 165 / 2 / 0.01874
met1: 0.51 / 1395 / 512 / 0.08033
-- worst max-delay path, stage by stage (launching register included) --
cell and delay (ns):
edfxtp_1 0.58, clkinv_1 0.34, ha_1 0.34, nor4_1 0.47, a21oi_1 0.14, nand2_1 0.09, and3_1 0.15, clkdlybuf4s50_1 0.46
-- synth_stat cells (2+ instances only) --
cell / instances
a211oi_1: 2
a21oi_1: 12
and3_1: 3
and4_1: 3
buf_2: 4
clkbuf_1: 4
dfxtp_1: 25
edfxtp_1: 3
ha_1: 6
inv_1: 2
nand2_1: 13
nand3_1: 8
nand3b_1: 2
nand4_1: 2
nor2_1: 13
nor2b_1: 2
nor3_1: 3
nor3_2: 2
nor3b_1: 7
nor4_1: 5
nor4b_1: 4
o21ai_0: 4
xnor2_1: 6
xor2_1: 5
-- path summary, 6_finish.rpt --
| check | from | to | slack, ns |
|---|---|---|---|
| worst max-delay path | u0.u1.sel[0] | CE | 1.40 |
| worst min-delay path | u0.u0.cnt[0] | u0.u0.cnt[0] | 0.47 |
| worst max register to register | u0.u0.cnt[0] | u0.u0.cnt[9] | 3.15 |
| worst min register to register | u0.u0.cnt[0] | u0.u0.cnt[0] | 0.47 |
-- cell type report --
| type | count | area share |
|---|---|---|
| multi-input cells | 116 | 0.4553 |
| flip-flops and latches | 28 | 0.3517 |
| repair buffers | 15 | 0.08942 |
| well taps | 77 | 0.05738 |
| clock buffers | 4 | 0.03949 |
| inverters | 3 | 0.006706 |
Power figures rest on the tool's default switching activity, not on a simulated workload.
