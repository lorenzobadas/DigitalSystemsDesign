### ./config.mk
export PLATFORM = sky130hd
export DESIGN_NAME = top
export DESIGN_NICKNAME = top
export VERILOG_FILES = /design/flow/design.v
export SDC_FILE = /design/flow/constraint.sdc
export NUM_CORES = 4
export LEC_CHECK = 1
export CORE_UTILIZATION = 30
### ./constraint.sdc
current_design top

set clk_period 4.6
set clk_io_pct 0.2

create_clock -name clk0 -period $clk_period [get_ports {ck}]

set non_clock_inputs [all_inputs -no_clocks]
set_input_delay [expr $clk_period * $clk_io_pct] -clock clk0 $non_clock_inputs
set_output_delay [expr $clk_period * $clk_io_pct] -clock clk0 [all_outputs]
### ./design.v
`timescale 1ns/1ps
module cnt_8(
    input ck,
    input refresh,
    output reg [2:0] sel
);
    reg [2:0] sel_next;
    always @(posedge ck) begin
        sel <= sel_next;
    end
    always @(sel, refresh) begin
        if (refresh) sel_next = sel + 1;
        else sel_next = sel;
    end
endmodule
`timescale 1ns/1ps
module dec3_8(
    input [2:0] sel,
    output reg [7:0] an
);
    always @(sel) begin
        case (sel)
            3'h0: an = 8'b1111_1110;
            3'h1: an = 8'b1111_1101;
            3'h2: an = 8'b1111_1011;
            3'h3: an = 8'b1111_0111;
            3'h4: an = 8'b1110_1111;
            3'h5: an = 8'b1101_1111;
            3'h6: an = 8'b1011_1111;
            3'h7: an = 8'b0111_1111;
            default: an = 8'b1111_1111;
        endcase
    end
endmodule
`timescale 1ns/1ps
module eight_display(
    input ck,
    input [3:0] seg0, seg1, seg2, seg3, seg4, seg5, seg6, seg7,
    output [7:0] an,
    output [6:0] c
);
    wire refresh;
    wire [2:0] sel;
    wire [3:0] in_seg;
    gen_refresh u0(ck, refresh);
    cnt_8 u1(ck, refresh, sel);
    mux_4 u2(seg0, seg1, seg2, seg3, seg4, seg5, seg6, seg7, sel, in_seg);
    dec3_8 u3(sel, an);
    seven_segments u4(in_seg, c);
endmodule
`timescale 1ns/1ps
module gen_refresh(
    input ck,
    output refresh
);
    reg [16:0] cnt, cnt_next;
    parameter [16:0] MAX_CNT = 17'd99_999;
    always @(posedge ck) begin
        cnt <= cnt_next;
    end
    always @(cnt) begin
        if (cnt == MAX_CNT) cnt_next = 0;
        else cnt_next = cnt + 1;
    end
    assign refresh = (cnt == MAX_CNT) ? 1 : 0;
endmodule
`timescale 1ns/1ps
module mux_4(
    input [3:0] seg0, seg1, seg2, seg3, seg4, seg5, seg6, seg7,
    input [2:0] sel,
    output reg [3:0] in_seg
);
    always @(seg0, seg1, seg2, seg3, seg4, seg5, seg6, seg7, sel) begin
        case (sel)
            4'h0: in_seg = seg0;
            4'h1: in_seg = seg1;
            4'h2: in_seg = seg2;
            4'h3: in_seg = seg3;
            4'h4: in_seg = seg4;
            4'h5: in_seg = seg5;
            4'h6: in_seg = seg6;
            4'h7: in_seg = seg7;
            default: in_seg = 4'h0;
        endcase
    end
endmodule
`timescale 1ns/1ps
module seven_segments(
	input [3:0] in_seg,
	output reg [6:0] c  
);
	always @(in_seg) begin
		case (in_seg)
			4'h0: c = 7'b0000001;
			4'h1: c = 7'b1001111;
			4'h2: c = 7'b0010010;
			4'h3: c = 7'b0000110;
			4'h4: c = 7'b1001100;
			4'h5: c = 7'b0100100;
			4'h6: c = 7'b0100000;
			4'h7: c = 7'b0001111;
			4'h8: c = 7'b0000000;
			4'h9: c = 7'b0000100;
			4'hA: c = 7'b0001000;
			4'hB: c = 7'b1100000;
			4'hC: c = 7'b0110001;
			4'hD: c = 7'b1000010;
			4'hE: c = 7'b0110000;
			4'hF: c = 7'b0111000;
			default: c = 7'b1111111;
		endcase
	end
endmodule
`timescale 1ns / 1ps
module FIFO(
    input ck, reset,
    input flush, insert, remove,
    input [7:0] data_in,
    output full, empty, 
    output [7:0] data_out
    );
    wire inc_wp, inc_rp, clear_wp, clear_rp, wp_rp_sel, chip_sel, write_enable, test;
    control u0(ck, reset, insert, remove, flush, test, inc_wp, inc_rp, clear_wp, clear_rp, wp_rp_sel, chip_sel, write_enable, full, empty);
    datapath u1(ck, reset, data_in, inc_wp, inc_rp, clear_wp, clear_rp, wp_rp_sel, chip_sel, write_enable, test, data_out);
endmodule
`timescale 1ns/1ps
module RAM(
    input ck,
    input chip_sel,
    input write_enable,
    input [7:0] data_in,
    input [3:0] address,
    output reg [7:0] data_out
    );
    reg [7:0] memory [0:15];
    always @(posedge ck) begin
        if (chip_sel) begin
            if (write_enable) memory[address] <= data_in;
            else data_out <= memory[address];
        end
    end
endmodule
`timescale 1ns/1ps
module control(
    input ck, reset,
    input insert, remove, flush,
    input test,
    output inc_wp, inc_rp, clear_wp, clear_rp,
    output wp_rp_sel,
    output chip_sel,
    output write_enable,
    output full, empty
    );
    parameter [3:0]
        EMPTY = 0,
        WRITE = 1,
        IDLE = 2,
        READ = 3,
        FULL = 4,
        CLEAR = 5,
        DUM_W = 6,
        DUM_R = 7;
    reg [3:0] state, state_next;
    always @(posedge ck, posedge reset) begin
        if (reset) state <= EMPTY;
        else state <= state_next;
    end
    always @(state, insert, remove, flush, test) begin
        case (state)
            EMPTY: begin
                if (flush) state_next = EMPTY;
                else if (insert && !remove) state_next = WRITE;
                else if (remove && !insert) state_next = EMPTY;
                else state_next = EMPTY;
            end
            WRITE: begin
                state_next = DUM_W;
            end
            DUM_W: begin
                if (test) state_next = FULL;
                else state_next = IDLE;
            end
            IDLE: begin
                if (flush) state_next = CLEAR;
                else if (insert && !remove) state_next = WRITE;
                else if (remove && !insert) state_next = READ;
                else state_next = IDLE;
            end
            READ: begin
                state_next = DUM_R;
            end
            DUM_R: begin
                if (test) state_next = EMPTY;
                else state_next = IDLE;
            end
            FULL: begin
                if (flush) state_next = CLEAR;
                else if (insert && !remove) state_next = FULL;
                else if (remove && !insert) state_next = READ;
                else state_next = FULL;
            end
            CLEAR: begin
                state_next = EMPTY;
            end
        endcase
    end
    reg [8:0] outputs;
    always @(state) begin
        case (state)
            EMPTY:  outputs = 9'b0000x0x01;
            WRITE:  outputs = 9'b100011100;
            DUM_W:  outputs = 9'b0000x0x00;
            IDLE:   outputs = 9'b0000x0x00;
            READ:   outputs = 9'b010001000;
            DUM_R:  outputs = 9'b0000x0x00;
            FULL:   outputs = 9'b0000x0x10;
            CLEAR:  outputs = 9'b0011x0x00;
        endcase
    end
    assign {inc_wp, inc_rp, clear_wp, clear_rp, wp_rp_sel, chip_sel, write_enable, full, empty} = outputs;
endmodule
`timescale 1ns/1ps
module datapath(
    input ck, reset,
    input [7:0] data_in,
    input inc_wp, inc_rp, clear_wp, clear_rp,
    input wp_rp_sel,
    input chip_sel,
    input write_enable,
    output test,
    output [7:0] data_out
    );
    wire [3:0] w_ptr, r_ptr;
    mem_ptr write_ptr(ck, reset, clear_wp, inc_wp, w_ptr);
    mem_ptr read_ptr(ck, reset, clear_rp, inc_rp, r_ptr);
    assign test = (w_ptr == r_ptr) ? 1 : 0;
    wire [3:0] address;
    assign address = wp_rp_sel ? w_ptr : r_ptr;
    RAM ram(ck, chip_sel, write_enable, data_in, address, data_out);
endmodule
`timescale 1ns/1ps
module count_ms(
    input ck,
    input clear,
    output hit
    );
    parameter [16:0] MAX_COUNT = 17'd100_000;
    reg [16:0] count, count_next;
    always @(posedge ck) begin
        count <= count_next;
    end
    always @(count, clear) begin
        if (clear) count_next = 0;
        else count_next = count + 1;
    end
    assign hit = (count == MAX_COUNT) ? 1 : 0;
endmodule
module debounce(
    input ck, reset,
    input button,
    output reg button_deb
    );
    reg clear;
    wire hit;
    count_ms u0(ck, clear, hit);
    parameter [2:0]
        IDLE = 0,
        PUSH = 1,
        WAIT1 = 2,
        STILL_PUSHING = 3,
        NOT_PUSH = 4,
        WAIT0 = 5;
    reg [2:0] state, state_next;
    always @(posedge ck, posedge reset) begin
        if (reset) state <= IDLE;
        else state <= state_next;
    end
    always @(state, button, hit) begin
        case (state)
            IDLE: begin
                if (button) state_next = PUSH;
                else state_next = IDLE;
            end
            PUSH: begin
                state_next = WAIT1;
            end
            WAIT1: begin
                if (hit) state_next = STILL_PUSHING;
                else state_next = WAIT1;
            end
            STILL_PUSHING: begin
                if (!button) state_next = NOT_PUSH;
                else state_next = STILL_PUSHING;
            end
            NOT_PUSH: begin
                state_next = WAIT0;
            end
            WAIT0: begin
                if (hit) state_next = IDLE;
                else state_next = WAIT0;
            end
        endcase
    end
    always @(state) begin
        clear = 1'bx;
        button_deb = 1'b0;
        case (state)
            PUSH: begin
                button_deb = 1;
                clear = 1;
            end
            WAIT1: begin
                clear = 0;
            end
            NOT_PUSH: begin
                clear = 1;
            end
            WAIT0: begin
                clear = 0;
            end
        endcase
    end
endmodule
`timescale 1ns/1ps
module mem_ptr(
    input ck, reset,
    input clr_ptr, inc_ptr,
    output reg [3:0] ptr
    );
    reg [3:0] ptr_next;
    always @(posedge ck, posedge reset) begin
        if (reset) ptr <= 0;
        else ptr <= ptr_next;
    end
    always @(ptr, clr_ptr, inc_ptr) begin
        if (clr_ptr) ptr_next = 0;
        else if (inc_ptr) ptr_next = ptr + 1;
        else ptr_next = ptr;
    end
endmodule
`timescale 1ns / 1ps
module top(
    input ck, reset,
    input insert, remove, flush,
    input [7:0] SW,
    output full, empty,
    output CA, CB, CC, CD, CE, CF, CG,
    output [7:0] AN
    );
    wire insert_deb, remove_deb, flush_deb;
    debounce deb0(ck, reset, insert, insert_deb);
    debounce deb1(ck, reset, remove, remove_deb);
    debounce deb2(ck, reset, flush, flush_deb);
    wire [7:0] data_out;
    FIFO u0(ck, reset, flush_deb, insert_deb, remove_deb, SW, full, empty, data_out); 
    eight_display u1(ck, data_out[3:0], data_out[7:4], 0, 0, 0, 0, 0, 0, AN, {CA, CB, CC, CD, CE, CF, CG});
endmodule
### ./run.sh
#!/bin/bash
# OpenROAD 26Q1-2900-gdf79404cd8, Yosys 0.63+post, stock flow scripts
make -C /OpenROAD-flow-scripts/flow DESIGN_CONFIG=/design/flow/config.mk WORK_HOME=/design/flow/orfs finish
==> run summary <==
fin worst setup slack -> 0.227 ns
slowest CP cell -> a22oi_1
endpoints left unconstrained -> 27
core area -> 35,700 um2
Power Density -> 415 nW/um2
arrival time worst endpoint -> 3.45 ns
CTS tree -> built
ys async rst share -> 7.91%
minimum clock period -> 4.37 ns
crit path DRT -> 3.68 ns
Routed Antenna Nets -> 0
TritonCTS buffer count -> 25
Multi-input gate area -> 4150 um2
most frequent cells in the layout -> 139 x edfxtp_1, 86 x nor2_1, 76 x dfxtp_1
# resized after CTS -> 0
Place WS -> 0.824 ns
Synth Cell Area -> 11,000 um2
number of cells in Yosys stat -> 932
pin count of the biggest net entering global routing -> 33
most frequent logic cell in the layout -> edfxtp_1
yosys synthesis chip area -> 11,000 um2
Die X -> 193 um
drt total wl -> 21,400 um
maximum clock rate -> 0.229 GHz
ant diodes -> 0
DR iter-0 viols -> 399
Std-Cell Rows -> 69
number of global-route vias before repair -> 6,950
crit path max fanout -> 7
Max-Cap Viols -> 0
Total GRT Usage -> 12.3%
first-pass GRT wire length -> 35,300 um
clock root cell -> clkbuf_16
CP endpoint kind -> output pin
Worst-path clk slew -> 0.06 ns
Flops after synth -> 253
post-CTS setup repair buffer count -> 0
Routed WL per cell -> 14.7 um
Clock Tree Buf Depth -> 3
critical path cell sequence -> inv_1, ha_1, nor2b_1, a22oi_1, inv_1, ha_1, and3_1, a211o_1, clkdlybuf4s50_1
FILL cells -> 3,496
io pins -> 30
GPL Wtd Cong -> 0.868
final period utilization -> 95.1%
chip height -> 193 um
RSZ-0062 raised after global routing -> false
Synth Instances -> 932
setup TNS -> 0 ns
Overflow after GRT -> 0
endpoints failing setup -> 0
final hold violations -> 0
outcome -> finished clean
largest stage delay on the critical path -> 0.59 ns
CP bufs+invs -> 3
Port Buffers -> 29
detailed placement HPWL -> 13,800 um
Slew @ Worst Pin -> 0.949 ns
vias -> 7,150
syn avg cell area -> 11.8 um2
# H-tree levels -> 1
crit path kind -> register to output pin
Via-to-Cell Ratio -> 4.92
Yosys warnings -> 16
Sequential Area -> 6470 um2
Main synth FF type -> edfxtp_1
VDD IR max -> 0.258 mV
Post-synth EDFFs -> 139
first drt pass iteration count -> 23
Hold Path Class -> register to register
post-synth cell types -> 79
total die area -> 37,300 um2
CP Launch Type -> register
clock skew -> 0.0104 ns
FP Util -> 30.6%
Hold Buf Count CTS -> 0
initial antenna violation count -> 0
Static Leakage -> 4.31 nW
tool warnings -> 37
Rel. slew slack -> 36.5%
Pins Over Slew Limit -> 0
area grow syn2layout -> 14.5%
Skew-Pair Late Insertion Delay -> 0.53 ns
DRC Markers -> 0
layout cells sized above 1 -> 8.48%
CP delay by family, top -> AND-OR/OR-AND gates
count of unclocked register or latch pins -> 18
## final cells by class
class	count	area share, %
multi-input cells	613	33.1
well taps	461	4.60
clock inverters	12	1.17
inverters	33	0.988
repair buffers	46	3.33
clock buffers	34	5.26
flip-flops and latches	253	51.6
## power breakdown
group	internal [W]	switching [W]
Combinational	0.000330	0.000478
Sequential	0.00232	0.000107
Clock	0.00118	0.000798
## state kept, by name, summed over array words and instances, names as in the netlist, 6 cells and up
signal / cells
deb0.u0.count: 17
u1.u0.cnt: 17
deb1.u0.count: 17
u0.u1.ram.data_out: 8
AN: 8
u0.u0.outputs: 6
u0.u1.ram.memory: 128
deb2.u0.count: 17
## cells by family (layout without fill, tap and decap cells)
| family | count (synthesis) | after routing | share of synthesized area, % |
|---|---|---|---|
| compound gates | 187 | 187 | 10.9 |
| xor+xnor | 51 | 51 | 4.08 |
| fa+ha+maj | 23 | 23 | 2.63 |
| buf+inv | 74 | 125 | 3.40 |
| flops | 235 | 235 | 56.6 |
| latches | 18 | 18 | 2.47 |
| mux | 47 | 47 | 4.42 |
| other cells | 1 | 9 | 0.0342 |
| simple gates | 296 | 296 | 15.5 |
## synthesized netlist by cell type, drive strengths merged, types with 23 or more instances
master / instances / share of area [%]
nor2: 86 / 2.9
mux2i: 42 / 3.9
nand3: 26 / 1.3
inv: 33 / 1.1
ha: 23 / 2.6
a21oi: 29 / 1.4
xnor2: 28 / 2.2
dfxtp: 76 / 14
o21ai: 87 / 4.4
nand2: 37 / 1.3
edfxtp: 139 / 38
xor2: 23 / 1.8
buf: 25 / 1.7
## routing by layer
layer,vias to the layer above,wire (um),GRT usage (%)
met1,3362,9640,17.2
met3,32,1670,4.84
met2,214,9760,18.9
li1,3542,-,-
met5,-,0,0
met4,0,309,1.98
## path summary, 6_finish.rpt
path,slack (ns),end,start,depth (start not counted)
max,0.23,CA,u1.u1.sel[1],9
min,0.46,deb1.u0.count[0],deb1.u0.count[0],1
max reg2reg,1.12,u0.u1.ram.data_out[4],u0.u0.state[0],8
min reg2reg,0.46,deb1.u0.count[0],deb1.u0.count[0],1
max in group asynchronous,3.29,u0.u1.write_ptr.ptr[3],reset,2
min in group asynchronous,0.83,u0.u1.read_ptr.ptr[1],reset,2
## through the flow
step	total power, W	hold slack [ns]	utilization [%]	instance area (um2)	instances
floorplan	0.00306	0.425	-	11000	940
global placement	0.00327	0.437	32.8	11700	1406
detailed placement	0.00328	0.451	32.8	11700	1406
CTS	0.00527	0.465	35.1	12500	1452
global route	0.00543	0.479	35.1	12500	1452
finish	0.00520	0.459	35.1	12500	1452
Power and IR drop assume default switching activity.
